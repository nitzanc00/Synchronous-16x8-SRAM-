### flow/design.v
module col_decoder (
    input [2:0] addr,
    output [7:0] col_sel
);
    assign col_sel = 8'b1 << addr;
endmodule
module mux8to1 (
    input [7:0] din,   
    input [2:0] sel,   
    output dout
);
    assign dout = din[sel];   
endmodule
module row_decoder (
    input [3:0] addr,
    output [15:0] row_sel
);
    assign row_sel = 16'b1 << addr;
endmodule
module sense_amp (
  input  bitline_in,
  output dout
);
  assign dout = bitline_in;  
endmodule
module sram16x8 (
    input clk,
    input rst_n,      
    input we_n,       
    input [6:0] addr,  
    input  din,        
    output dout        
);
    wire [3:0] row_addr = addr[6:3];  
    wire [2:0] col_addr = addr[2:0];  
    wire [15:0] row_sel;
    wire [7:0] col_sel;
    row_decoder u_row_dec (.addr(row_addr), .row_sel(row_sel));
    col_decoder u_col_dec (.addr(col_addr), .col_sel(col_sel));
    reg [7:0] mem [0:15];
    integer i;
    initial begin
        for (i = 0; i < 16; i = i + 1) mem[i] = 8'h00;  
    end
    always @(posedge clk) begin
        if (!rst_n) begin
            for (i = 0; i < 16; i = i + 1) mem[i] <= 8'h00;
        end
    end
    wire do_write;
    wire data_bit;
    write_driver #(.Rows(16), .Cols(8)) u_wdrv (
        .we_n(we_n),
        .row_sel(row_sel),
        .col_sel(col_sel),
        .din(din),
        .do_write(do_write),
        .data_bit(data_bit)
  );
    always @(posedge clk) begin
        if (rst_n && do_write) begin
            mem[row_addr][col_addr] <= data_bit;
        end
    end
    wire [7:0] selected_row = mem[row_addr];
    wire mux_out;
    mux8to1 u_mux (.din(selected_row), .sel(col_addr), .dout(mux_out));
    wire sa_out;
    sense_amp u_sa (.bitline_in(mux_out), .dout(sa_out));
    reg dout_r;
    always @(posedge clk) begin
        if (!rst_n) dout_r <= 1'b0;
        else dout_r <= sa_out;  
    end
    assign dout = dout_r;
endmodule
module write_driver #(
  parameter Rows = 16,  
  parameter Cols = 8    
)
(
  input we_n,        
  input [Rows-1:0]  row_sel,     
  input [Cols-1:0]  col_sel,     
  input  din,                    
  output do_write,    
  output data_bit      
);
  assign do_write = (~we_n) & (|row_sel) & (|col_sel);
  assign data_bit = din;
endmodule
### flow/run.sh
#!/bin/bash
# OpenROAD 26Q1-2900-gdf79404cd8, Yosys 0.63+post, stock flow scripts
make -C /OpenROAD-flow-scripts/flow DESIGN_CONFIG=/design/flow/config.mk WORK_HOME=/design/flow/orfs finish
### flow/config.mk
export PLATFORM = sky130hd
export DESIGN_NAME = sram16x8
export DESIGN_NICKNAME = sram16x8
export VERILOG_FILES = /design/flow/design.v
export SDC_FILE = /design/flow/constraint.sdc
export NUM_CORES = 4
export LEC_CHECK = 1
export CORE_UTILIZATION = 40
### flow/constraint.sdc
current_design sram16x8

set clk_period 4.5
set clk_io_pct 0.2

create_clock -name clk0 -period $clk_period [get_ports {clk}]

set non_clock_inputs [all_inputs -no_clocks]
set_input_delay [expr $clk_period * $clk_io_pct] -clock clk0 $non_clock_inputs
set_output_delay [expr $clk_period * $clk_io_pct] -clock clk0 [all_outputs]
==> run summary <==
# H-tree levels: 4
Clock tree buffer depth: 2
Setup_tns: 0 ns
Drt pass-1 iters: 5
Status: finished, final reports clean
CTS buffer count: 17
Clock sinks: 129
Initial DRC count: 522
Post-CTS Setup Repair Bufs: 0
Pleak: 2.36 nW
Post-synth ARST share: 0%
Die Wd: 124 µm
Distinct lib cells used: 37
First-pass GRT wire length: 28.4 mm
RSZ-0062 raised after global routing: no
Sum of buffers and inverters on the critical path: 2
Pwr/cell area: 404 nW/µm²
Tally of filler cells in the layout: 1344
Antenna diodes: 0
WL/cell: 20.0 µm
Syn avg cell area: 8.43 µm²
TritonCTS clock tree: done
Routed via count: 5404
GRT met3 Usage: 9.21%
Die area: 15400 µm²
Post-CTS Resized: 0
Synth area leaders: dfxtp_1, a21oi_1, o21ai_0
Yosys warnings: 1
Cycle use final: 65.7%
Max-cap violations: 0
Late-Pin Clk Latency: 0.42 ns
Gpl congestion: 0.983
Post-synth seq share: 43.3%
WS Path Type: primary input to register
Initial Utilization: 41.1%
Cts hold-fix bufs: 0
Number of global-route vias before repair: 5037
Share of power burned in combinational logic: 5.8%
Synth-to-layout area growth: 14.7%
Place WS: 1.18 ns
Final antenna-violating net count: 0
Share of cells above drive strength 1: 11.1%
Core ar.: 14500 µm²
Flops out of synthesis: 129
Worst Path Max Fanout: 24
Yosys cell count: 708
Total GRT Usage: 25.8%
Power, Total: 2.77 mW
Worst setup margin: 1.54 ns
Cell family with most CP delay: buffers and inverters
Internal power: 2.15 mW
Ports: 12
Gate Count Post-Synth: 708
Slew headroom: 40.8%
Post-synth EDFFs: 0
Slew Limit Fails: 0
Met1 Usage GRT: 36.5%
Die Y: 124 µm
P_sw: 618 µW
Final wirelength: 18.1 mm
VDD IR max: 0.237 mV
Port-buffer cells: 11
Hold Violations, Final: 0
Leading area contributor after synthesis: dfxtp_1
Yosys stat area: 5970 µm²
Initial antenna violation count: 0
CP endpoint kind: register
Tool Warnings: 25
DP Wirelength: 11.3 mm
Syn Std Cell Area: 5970 µm²
Root Buffer: clkbuf_16
Final Critical Period: 2.96 ns
Worst EP required: 4.81 ns
Clock Power Share: 52.7%
Most Used Layer, Global Route: met2
Dominant cell area share: 43.3%
Min Hold Slack: 0.473 ns
Largest net degree at the start of global routing: 98
# DRC: 0
Routing usage on met2: 38.6%
Fmax: 338 MHz
Slew of the pin with the lowest slew margin: 0.884 ns
Gr ovfl total: 0
Most frequent CP cell: a22oi_1
CP max stage delay: 0.57 ns
Critical Path AT: 3.26 ns
Setup-failing EPs final: 0
Hold WC Path Type: register to register
Worst Skew: 0.00623 ns
Startpoint types: primary input
Dominant synthesized flop cell: dfxtp_1
CP max-delay cell: mux4_2
Sequence of cells on the critical path: buf_2 -> buf_4 -> mux4_2 -> a22oi_1 -> nand2_1 -> a22oi_1 -> nand3_1 -> and3_1
Via density: 5.98
Clock slew at reported path FFs: 0.05 ns
Net Sw Frac: 22.3%
Site Rows: 44
Reg power frac: 41.4%
[worst min-delay path: stages (launching register included)]
cell,delay [ns]
dfxtp_1,0.32
a21oi_1,0.04
nor2_1,0.08
[state kept, by name, indices dropped and copies added, names as in the netlist]
| signal | cells |
|---|---|
| dout_r | 1 |
| mem | 128 |
[per-layer routing]
| layer | part of all wire (%) | vias to the layer above |
|---|---|---|
| met5 | 0 | - |
| li1 | - | 2550 |
| met4 | 2.8 | 0 |
| met2 | 46 | 228 |
| met1 | 42 | 2591 |
| met3 | 9.8 | 35 |
[synthesized netlist by cell type, types with 4 or more instances]
cell type	n
nor2_1	147
a21oi_1	130
o21ai_0	130
dfxtp_1	129
clkbuf_1	33
nand2_1	29
mux4_2	17
mux4_1	14
buf_2	10
nand3_1	9
a22oi_1	7
nand2b_1	7
nor3_1	7
nor2b_1	6
mux2_2	4
[cell usage in the layout, fill, tap and decap left out, types with 2 or more instances in the layout]
master           Yosys  layout
nor2_1             147     147
clkbuf_16            0      17
buf_2               10       3
nand2b_1             7       7
mux2i_1              2       2
a21oi_1            130     130
mux4_1              14      14
a22o_1               2       2
nor3b_1              2       2
clkinvlp_4           0       2
nor3_2               2       3
clkinv_4             0       4
mux2_2               4       4
mux4_2              17      17
nand3_1              9       9
clkdlybuf4s50_1      0       8
nand2_1             29      29
nor3_1               7       6
a22oi_1              7       7
dfxtp_1            129     129
bufinv_16            0       4
clkinv_2             0       3
nor2b_1              6       6
clkbuf_8             0       2
buf_4                2      19
o21ai_0            130     130
[logic make-up after synthesis]
kind of cell / count (synthesis) / share of synthesized area [%]
mux: 37 / 13.7
buf+inv: 51 / 3.98
compound gates: 276 / 23.9
simple gates: 215 / 15.2
flops: 129 / 43.3
[path summary, 6_finish.rpt]
check,startpoint,end,slack [ns],cells past startpoint
setup / recovery,addr[3],dout_r$_SDFF_PN0_,1.54,8
hold / removal,mem[9][4]$_SDFFE_PN0P_,mem[9][4]$_SDFFE_PN0P_,0.47,2
setup reg to reg,mem[9][2]$_SDFFE_PN0P_,dout_r$_SDFF_PN0_,2.59,6
hold reg to reg,mem[9][4]$_SDFFE_PN0P_,mem[9][4]$_SDFFE_PN0P_,0.47,2
[cell type report]
| class | count | area (µm²) | share of cell area (%) |
|---|---|---|---|
| timing repair buffer | 30 | 238 | 3.47 |
| sequential | 129 | 2580 | 37.7 |
| multi-input combinational | 528 | 3150 | 46.1 |
| inverter | 1 | 3.75 | 0.0548 |
| clock buffer | 19 | 453 | 6.62 |
| clock inverter | 13 | 185 | 2.71 |
| tap | 184 | 230 | 3.36 |
[power groups by stage]
stage / clock network, mW / logic [mW] / registers (mW)
CTS: 1.48 / 0.159 / 1.15
global route: 1.53 / 0.177 / 1.15
finish: 1.46 / 0.161 / 1.15
[per-stage QoR]
stage / utilization, % / area [µm²] / std cells
CTS: 47.1 / 6840 / 904
global placement: 42.7 / 6210 / 872
finish: 47.1 / 6840 / 904
floorplan: - / 5970 / 708
detailed placement: 42.7 / 6210 / 872
global route: 47.1 / 6840 / 904
Power and IR drop assume default switching activity.
